### flow/config.mk
export PLATFORM = sky130hd
export DESIGN_NAME = regfile
export DESIGN_NICKNAME = regfile
export VERILOG_FILES = /design/flow/design.v
export SDC_FILE = /design/flow/constraint.sdc
export NUM_CORES = 4
export LEC_CHECK = 1
export CORE_UTILIZATION = 50
### flow/constraint.sdc
current_design regfile

set clk_period 15.8
set clk_io_pct 0.2

create_clock -name clk0 -period $clk_period [get_ports {clk}]

set non_clock_inputs [all_inputs -no_clocks]
set_input_delay [expr $clk_period * $clk_io_pct] -clock clk0 $non_clock_inputs
set_output_delay [expr $clk_period * $clk_io_pct] -clock clk0 [all_outputs]
### flow/design.v
interface rvfi_itf(input clk, input rst);
    logic halt;
    logic commit;
    logic [63:0] order;
    logic [31:0] inst;
    logic trap;
    logic [4:0] rs1_addr;
    logic [4:0] rs2_addr;
    logic [31:0] rs1_rdata;
    logic [31:0] rs2_rdata;
    logic load_regfile;
    logic [4:0] rd_addr;
    logic [31:0] rd_wdata;
    logic [31:0] pc_rdata;
    logic [31:0] pc_wdata;
    logic [31:0] mem_addr;
    logic [3:0] mem_rmask;
    logic [3:0] mem_wmask;
    logic [31:0] mem_rdata;
    logic [31:0] mem_wdata;
    logic [15:0] errcode;
endinterface
package pcmux;
typedef enum bit [2:0] {
    pc_plus4  = 3'b000
    ,alu_out  = 3'b001
    ,alu_mod2 = 3'b010
    ,br_pred = 3'b011
    ,recover = 3'b100
} pcmux_sel_t;
endpackage
package marmux;
typedef enum bit {
    pc_out = 1'b0
    ,alu_out = 1'b1
} marmux_sel_t;
endpackage
package cmpmux;
typedef enum bit {
    rs2_out = 1'b0
    ,imm = 1'b1
} cmpmux_sel_t;
endpackage
package alumux;
typedef enum bit {
    rs1_out = 1'b0
    ,pc_out = 1'b1
} alumux1_sel_t;
typedef enum bit {
    rs2_out = 1'b0
    ,imm = 1'b1
} alumux2_sel_t;
endpackage
package immmux;
typedef enum bit [2:0] {
    i_imm    = 3'b000
    ,u_imm   = 3'b001
    ,b_imm   = 3'b010
    ,s_imm   = 3'b011
    ,j_imm   = 3'b100
} immmux_sel_t; 
endpackage
package regfilemux;
typedef enum bit [3:0] {
    alu_out   = 4'b0000
    ,br_en    = 4'b0001
    ,u_imm    = 4'b0010
    ,lw       = 4'b0011
    ,pc_plus4 = 4'b0100
    ,lb        = 4'b0101
    ,lbu       = 4'b0110   
    ,lh        = 4'b0111
    ,lhu       = 4'b1000   
} regfilemux_sel_t;
endpackage
module regfile
(
    input clk,
    input rst,
    input load,
    input [31:0] in,
    input [4:0] src_a, src_b, dest,
    output logic [31:0] reg_a, reg_b
);
logic [31:0] data [32];
always_ff @(posedge clk)
begin
    if (rst)
    begin
        for (int i=0; i<32; i=i+1) begin
            data[i] <= '0;
        end
    end
    else if (load && dest)
    begin
        data[dest] <= in;
    end
end
always_comb
begin
    if(dest != 5'd0 && load) begin
        if(dest == src_a)
            reg_a = in;
        else
            reg_a = src_a ? data[src_a] : 0;
    end
    else 
        reg_a = src_a ? data[src_a] : 0;
    if(dest != 5'd0 && load) begin 
         if(dest == src_b)
            reg_b = in;
        else
            reg_b = src_b ? data[src_b] : 0;
    end
    else 
        reg_b = src_b ? data[src_b] : 0;
end
endmodule : regfile
### flow/run.sh
#!/bin/bash
# OpenROAD 26Q1-2900-gdf79404cd8, Yosys 0.63+post, stock flow scripts
make -C /OpenROAD-flow-scripts/flow DESIGN_CONFIG=/design/flow/config.mk WORK_HOME=/design/flow/orfs finish
==> results.yml <==
# generated from flow reports
worst_setup_path:
  crit_path_start_kind: "input pin"
  cpMostUsedCell: "buf_4"
  critPathBufInv: 5
  crit_type: "in -> out"
  critPathMaxStageDelay_ps: 740
  cp_num_cells: 9
  required_ps: 12640
  cp_slowest_cell: "buf_4"
  cp_top_family: "buffers and inverters"
  critPathCaptureType: "primary output"
  worstPathCellList: "buf_8, buf_4, buf_4, buf_4, mux4_2, o22ai_1, a211oi_1, a22o_1, clkdlybuf4s50_1"
  crit_fanout: 38
  crit_arrival_ps: 7480
grt:
  grt_max_degree: 84
  grt_pass1_wl_mm: 272
  track_usage_pct: 38.4
  first_global_vias: 38682
  antenna_found_initial: 4
  gr-total-overflow: 0
floorplan:
  boundaryPins: 114
  die_area_um2: 112000
  die_h_um: 334
  die_w_um: 334
  rows: 121
  core-area_um2: 109000
  fp_util_pct: 50.5
drt:
  wl_per_cell_um: 35.7
  ant_nets: 0
  vias: 35229
  via_per_inst: 6.61
  postRouteWirelength_mm: 190
  route.detailed.drc: 0
  antenna_cells: 0
  drtIter0Drc: 2421
  drtPass1Iterations: 5
pwr:
  ir_drop_uv: 108
  p_leak_nw: 21.5
  powerDensity_nw_per_um2: 108
clock_tree:
  cts_setup_buffers: 0
  tritoncts: "done"
  clkTransAtPathRegs_ps: 60
  htreeDepth: 3
  ctsResizeCount: 0
  root_buffer: "clkbuf_16"
  cts_sinks: 1024
  clk_path_buf_depth: 3
  cts_made_buffers: 113
  hold_buffers: 0
final_timing:
  period_used_pct: 67.4
  max_slew_margin_pct: 22.1
  max_slew.worst_pin.slew_ps: 1160
  rsz0062_at_grt: "no"
  slew_violations: 0
  tns_ps: 0
  fin_crit_ps: 10640
  setup_violations: 0
  setup_ws_ps: 5160
  fmax_mhz: 93.9
  finalHoldViolCount: 0
placed_design:
  dp_cells: 5129
  gp_congestion: 0.928
  numPortBuffers: 113
  dp_worst_setup_slack_ps: 5110
  hpwl_mm: 108
yosys:
  synth.distinct_cells: 49
  ff_type: "edfxtp_1"
  synth-edff-count: 1024
  avgSynthCellArea_um2: 14.4
  ys_ff: 1024
  synthArstFlopShare_pct: 0
  ys_warn_count: 1
  postSynthSeqShare_pct: 55.8
  synth_cells: 3833
  syn_area_um2: 55100
  synth_chip_area_um2: 55100
  ys_cells: 3833
finish:
  final_cell_mix: "1024 x edfxtp_1, 992 x and2_1, 375 x mux4_2"
  syn_to_final_growth_pct: 11.1
  lay_top_count: "edfxtp_1"
  regMostFlops: "data"
  final_core_util_pct: 56.2
  reg_top3: "data (1024)"
  stdcell_count: 5332
  drive_above_1_share_pct: 21.0
  largest_reg_flops: 1024
min_path:
  min_path_type: "in -> reg"
  min_delay_path_depth: 1
job:
  cap_violations: 0
  warnings: 26
run_status:
  status: "complete, no violations"
-- kinds of logic (layout without fill, tap and decap cells) --
kind of cell / after synthesis / in the layout / share of synthesized area, %
xor+xnor: 10 / 10 / 0.159
mux: 744 / 744 / 22.2
flops: 1024 / 1024 / 55.8
simple gates: 1268 / 1268 / 13.6
compound gates: 374 / 374 / 5.13
other cells: 1 / 32 / 0.00681
buf+inv: 412 / 466 / 3.15
-- layout make-up --
type	instances	area [um^2]
repair buffers	263	2280
fillers	8182	47800
clock buffers	137	2980
flip-flops and latches	1024	30700
multi-input cells	2428	22900
well taps	1414	1770
clock inverters	66	529
-- metal layers --
| layer | vias up | global-route usage [%] | routed length [um] | part of all wire (%) |
|---|---|---|---|---|
| met5 | - | 5.25 | 596 | 0.31 |
| met2 | 3125 | 51.9 | 83500 | 44 |
| met4 | 16 | 15.2 | 10100 | 5.3 |
| met1 | 16932 | 46.0 | 59700 | 31 |
| met3 | 525 | 31.1 | 36400 | 19 |
| li1 | 14631 | - | - | - |
-- path summary, 6_finish.rpt --
check	start	endpoint	slack (ps)
setup / recovery	src_b[0]	reg_b[15]	5160
hold / removal	rst	data[0][17]	3080
-- metrics by stage --
stage          instance area, um^2  hold slack [ps]  power, W
2_1_floorplan                55200             3360   0.00373
3_3_place_gp                 57700             3740   0.00408
3_5_place_dp                 57700             3750   0.00409
4_1_cts                      61200             3010   0.00661
5_1_grt                      61200             3070   0.00678
6_report                     61200             3080   0.00660
-- power breakdown --
group	internal, W	total (W)	switching, W	leakage, nW
clock network	0.00146	0.00254	0.00108	1.71
registers	0.00314	0.00322	0.0000755	9.75
logic	0.000354	0.000842	0.000489	10.1
-- synth_stat cells (2+ instances only) --
master	number	area, um^2
o22ai_1	60	375
a221o_1	15	150
nor2b_1	4	25.0
a22oi_1	68	510
a21oi_1	48	240
a211oi_1	59	443
and2_1	993	6210
or2_2	31	194
buf_4	8	60.1
a221oi_1	4	35.0
edfxtp_1	1024	30700
o21ai_0	4	20.0
o211ai_1	9	67.6
o221ai_1	31	272
o21ai_1	2	10.0
nand2b_1	3	18.8
mux2i_1	316	3160
clkbuf_1	283	1060
buf_2	102	510
nand4_1	9	56.3
or3b_2	3	26.3
xor2_1	2	17.5
xnor2_1	8	70.1
a22o_1	32	280
nand3b_1	7	52.6
a311o_1	4	40.0
nor3_1	3	15.0
nor2_1	38	143
buf_1	15	56.3
mux4_2	375	8450
mux2_2	53	597
or3_1	2	12.5
nand3_1	42	210
buf_6	4	45.0
a32o_1	32	320
nand2_1	127	477
No activity file was given, so power comes from the tool's default toggle rates.
