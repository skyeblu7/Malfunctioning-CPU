**design/flow/config.mk**
```make
export PLATFORM = sky130hd
export DESIGN_NAME = cacheline_adaptor
export DESIGN_NICKNAME = cacheline_adaptor
export VERILOG_FILES = /design/flow/design.v
export SDC_FILE = /design/flow/constraint.sdc
export NUM_CORES = 4
export LEC_CHECK = 1
export CORE_AREA = 10 10 391 391
export DIE_AREA = 0 0 401 401
```
**design/flow/constraint.sdc**
```tcl
current_design cacheline_adaptor

set clk_period 25.7
set clk_io_pct 0.2

create_clock -name clk0 -period $clk_period [get_ports {clk}]

set non_clock_inputs [all_inputs -no_clocks]
set_input_delay [expr $clk_period * $clk_io_pct] -clock clk0 $non_clock_inputs
set_output_delay [expr $clk_period * $clk_io_pct] -clock clk0 [all_outputs]
```
**design/flow/design.v**
```verilog
interface rvfi_itf(input clk, input rst);
    logic halt;
    logic commit;
    logic [63:0] order;
    logic [31:0] inst;
    logic trap;
    logic [4:0] rs1_addr;
    logic [4:0] rs2_addr;
    logic [31:0] rs1_rdata;
    logic [31:0] rs2_rdata;
    logic load_regfile;
    logic [4:0] rd_addr;
    logic [31:0] rd_wdata;
    logic [31:0] pc_rdata;
    logic [31:0] pc_wdata;
    logic [31:0] mem_addr;
    logic [3:0] mem_rmask;
    logic [3:0] mem_wmask;
    logic [31:0] mem_rdata;
    logic [31:0] mem_wdata;
    logic [15:0] errcode;
endinterface
package pcmux;
typedef enum bit [2:0] {
    pc_plus4  = 3'b000
    ,alu_out  = 3'b001
    ,alu_mod2 = 3'b010
    ,br_pred = 3'b011
    ,recover = 3'b100
} pcmux_sel_t;
endpackage
package marmux;
typedef enum bit {
    pc_out = 1'b0
    ,alu_out = 1'b1
} marmux_sel_t;
endpackage
package cmpmux;
typedef enum bit {
    rs2_out = 1'b0
    ,imm = 1'b1
} cmpmux_sel_t;
endpackage
package alumux;
typedef enum bit {
    rs1_out = 1'b0
    ,pc_out = 1'b1
} alumux1_sel_t;
typedef enum bit {
    rs2_out = 1'b0
    ,imm = 1'b1
} alumux2_sel_t;
endpackage
package immmux;
typedef enum bit [2:0] {
    i_imm    = 3'b000
    ,u_imm   = 3'b001
    ,b_imm   = 3'b010
    ,s_imm   = 3'b011
    ,j_imm   = 3'b100
} immmux_sel_t; 
endpackage
package regfilemux;
typedef enum bit [3:0] {
    alu_out   = 4'b0000
    ,br_en    = 4'b0001
    ,u_imm    = 4'b0010
    ,lw       = 4'b0011
    ,pc_plus4 = 4'b0100
    ,lb        = 4'b0101
    ,lbu       = 4'b0110   
    ,lh        = 4'b0111
    ,lhu       = 4'b1000   
} regfilemux_sel_t;
endpackage
module cacheline_adaptor
(
    input clk,
    input reset_n,
    input logic [255:0] line_i,
    output logic [255:0] line_o,
    input logic [31:0] address_i,
    input read_i,
    input write_i,
    output logic resp_o,
    input logic [63:0] burst_i,
    output logic [63:0] burst_o,
    output logic [31:0] address_o,
    output logic read_o,
    output logic write_o,
    input resp_i
);
    typedef enum bit [2:0] {IDLE, WAITR, WAITW, R, W, DONE} macro_t;
    struct packed {
        macro_t macro;
        logic [1:0] count;
    } state;
    localparam logic [1:0] maxcount = 2'b11;
    logic [255:0] linebuf;
    logic [31:0] addressbuf;
    assign line_o = linebuf;
    assign address_o = addressbuf;
    assign burst_o = linebuf[64 * state.count +: 64];
    assign read_o = ((state.macro == WAITR) || (state.macro == R));
    assign write_o = ((state.macro == WAITW) || (state.macro == W));
    assign resp_o = state.macro == DONE;
    enum bit [1:0] {READ_OP, WRITE_OP, NO_OP} op;
    assign op = read_i ? READ_OP : write_i ? WRITE_OP : NO_OP;
    always_ff @(posedge clk) begin
        if (~reset_n) begin
            state.macro <= IDLE;
        end
        else begin
            case (state.macro)
            IDLE: begin
                case (op)
                    NO_OP: ;
                    WRITE_OP: begin
                        state.macro <= WAITW;
                        linebuf <= line_i;
                        addressbuf <= address_i;
                        state.count <= 2'b00;
                    end
                    READ_OP: begin
                        state.macro <= WAITR;
                        addressbuf <= address_i;
                    end
                endcase
            end
            WAITR: begin
                if (resp_i) begin
                    state.macro <= R;
                    state.count <= 2'b01;
                    linebuf[63:0] <= burst_i;
                end
            end
            WAITW: begin
                if (resp_i) begin
                    state.macro <= W;
                    state.count <= 2'b01;
                end
            end
            R: begin
                if (state.count == maxcount) begin
                    state.macro <= DONE;
                end
                linebuf[64*state.count +: 64] <= burst_i;
                state.count <= state.count + 2'b01;
            end
            W: begin
                if (state.count == maxcount) begin
                    state.macro <= DONE;
                end
                state.count <= state.count + 2'b01;
            end
            DONE: begin
                state.macro <= IDLE;
            end
            endcase
        end
    end
endmodule : cacheline_adaptor
```
**design/flow/run.sh**
```bash
#!/bin/bash
# OpenROAD 26Q1-2900-gdf79404cd8, Yosys 0.63+post, stock flow scripts
make -C /OpenROAD-flow-scripts/flow DESIGN_CONFIG=/design/flow/config.mk WORK_HOME=/design/flow/orfs finish
```
==> flow_summary_export.csv <==
group,metric,value,unit
run_status,run_status,"completed",
route,detail_route.first_pass.iterations,5,
yosys,synth-warning-count,1,
setup_path,setup.worst_path.class,"reg2out",
route,totalWireLength,101.7,mm
job,tool_warnings,29,
route,vias_per_cell,3.791,
setup_path,worst_ep_arrival_time,2970,ps
clock_network,cts-root-to-sink-buffers,3,
timing,final_critical_path_required_period,8107,ps
yosys,synthDistinctLibCells,37,
yosys,async_s_r_ff_share_synth,0,%
timing,achievable_freq,123.3,MHz
finish,synthesis_to_layout_area_growth,64.67,%
setup_path,end_kind,"primary output",
finish,fraction_of_final_layout_cells_sized_beyond_drive_strength_1,7.146,%
floorplanning,core.rowCount,139,
timing,rsz0062_at_grt,"no",
clock_network,cts_hold_repair.buffers,0,
timing,timing_max_transition_violations_final,0,
placed_design,place_worst_setup_slack,17360,ps
clock_network,cts_resized,0,
yosys,syn-instance-count,1506,
floorplanning,floorplan.io_pins,712,
setup_path,crit_path_max_fanout,30,
floorplanning,die_area,0.1608,sq mm
yosys,synthMostInstantiatedCell,"sky130_fd_sc_hd__edfxtp_1",
yosys,synth_chip_area,0.01605,sq mm
power,p_leak,8.810,nW
setup_path,cell_with_the_biggest_individual_delay_on_the_critical_path,"sky130_fd_sc_hd__mux4_2",
hold_path,timing.hold.worst.class,"reg2reg",
timing,fin_setup_tns,0,ps
setup_path,worst_ep_required_time,20560,ps
power,ir_worst_vdd,0.05115,mV
clock_network,post_cts_setup_buffer_count,0,
yosys,postSynthRegisterBits,293,
yosys,synth.yosys.num_cells,1506,
timing,max-slew-margin-rel,47.98,%
timing,report.final.hold_viol_count,0,
yosys,yosys.area.top_type,"sky130_fd_sc_hd__edfxtp_1",
clock_network,htreeDepth,2,
placed_design,cells_after_dpl,4025,
job,max_cap_viol_count,0,
route,first_iter_violations,991,
global_routing,grt_overflow,0,
yosys,synth-main-ff-cell,"sky130_fd_sc_hd__edfxtp_1",
setup_path,cell_by_cell_trace_of_the_critical_path,"buf_4, buf_4, mux4_2, clkdlybuf4s50_1",
route,drt_drc_violations_left,0,
floorplanning,die_height,401,um
route,routedWlPerCell,24.85,um
global_routing,grt_max_degree,76,
yosys,edff_count_synth,290,
floorplanning,core_area,0.1440,sq mm
yosys,yosys-top-cells-area,"sky130_fd_sc_hd__edfxtp_1, sky130_fd_sc_hd__mux4_2, sky130_fd_sc_hd__nor2b_1",
clock_network,worst_setup_hold_path_clk_slew,60,ps
floorplanning,core_util_floorplan,11.15,%
setup_path,timing.critical_path.from_type,"flop",
global_routing,wire_length_of_the_first_global_routing_pass,137.8,mm
route,detailroute.via_count,15510,
floorplanning,chipWidth,401,um
placed_design,hpwlAfterDp,79.98,mm
power,p_per_area,80.06,mW/mm^2
yosys,avgSynthCellArea,10.66,sq um
finish,nFillCells,15810,
yosys,post_synth_instance_area,0.01605,sq mm
yosys,netlist_top_cells_count,"sky130_fd_sc_hd__edfxtp_1, sky130_fd_sc_hd__nand2_1, sky130_fd_sc_hd__nor2b_1",
global_routing,grt_antenna_before_repair,19,
yosys,yosysSeqAreaShare,54.63,%
yosys,max_area_cell_share,54.25,%
clock_network,cts_tree,"done",
global_routing,first_global_vias,16060,
timing,clock_skew,28.02,ps
clock_network,clock.latency.late_pin,580,ps
timing,finalSetupViolations,0,
placed_design,place_congestion,0.9585,
clock_network,clock_sink_count,293,
route,drt.antenna.violating_nets,0,
finish,layoutNonFillerInstCount,4092,
timing,layout_worst_path_cycle_share,31.55,%
timing,worst-slew-pin-transition,779.2,ps
timing,setup_ws,17590,ps
global_routing,total_routing_resource_utilization_after_global_routing,12.33,%
setup_path,critical_path.max_stage_delay,590,ps
setup_path,critPathMostFrequentCell,"sky130_fd_sc_hd__buf_4",
clock_network,clock_root_cell,"sky130_fd_sc_hd__clkbuf_16",
clock_network,inserted_clock_buffers,36,
placed_design,buffer_ports.inserted,711,
[metrics by stage]
| step | hold slack [ps] | total power (W) | instance area [sq um] | util [%] |
|---|---|---|---|---|
| finish | 643.7 | 0.002116 | 26430 | 18.36 |
| detailed placement | 628.6 | 0.001649 | 25360 | 17.61 |
| global route | 666.0 | 0.002239 | 26420 | 18.35 |
| global placement | 632.5 | 0.001645 | 25360 | 17.61 |
| floorplan | 569.9 | 0.001100 | 16050 | - |
| CTS | 647.2 | 0.002156 | 26420 | 18.35 |
[worst paths after layout]
check                        start                endpoint  slack [ps]  cells past startpoint
max             state[0]$_DFFE_PP_             burst_o[35]       17590                      4
min          linebuf[57]$_DFFE_PP_   linebuf[57]$_DFFE_PP_         640                      2
max reg2reg  state[4]$_SDFFE_PN0P_  linebuf[101]$_DFFE_PP_       21150                      9
min reg2reg  linebuf[57]$_DFFE_PP_   linebuf[57]$_DFFE_PP_         640                      2
[flip-flops by register name, summed over array words and instances (netlist names)]
name,flops
linebuf,256
addressbuf,32
state,5
[cell type report]
type | instances | area [sq um] | share of cell area [%]
Sequential cell | 293 | 8768 | 33.17
Timing Repair Buffer | 744 | 7365 | 27.86
Multi-Input combinational cell | 1080 | 6820 | 25.80
Tap cell | 1903 | 2381 | 9.008
Clock buffer | 43 | 948.4 | 3.588
Clock inverter | 18 | 113.9 | 0.4307
Inverter | 5 | 21.27 | 0.08047
Antenna cell | 6 | 15.01 | 0.05680
[cells in the final DEF (no fill, tap or decap), types with 3 or more instances in the layout]
cell type                         instances
sky130_fd_sc_hd__dfxtp_1                  3
sky130_fd_sc_hd__clkbuf_1                 6
sky130_fd_sc_hd__nor3_1                   3
sky130_fd_sc_hd__nor2b_1                197
sky130_fd_sc_hd__nor2_1                 134
sky130_fd_sc_hd__clkdlybuf4s50_1        711
sky130_fd_sc_hd__buf_4                   33
sky130_fd_sc_hd__o21ai_0                180
sky130_fd_sc_hd__clkbuf_16               37
sky130_fd_sc_hd__o21ai_1                 14
sky130_fd_sc_hd__mux4_2                  64
sky130_fd_sc_hd__a221oi_1                64
sky130_fd_sc_hd__clkinv_1                13
sky130_fd_sc_hd__edfxtp_1               290
sky130_fd_sc_hd__a21oi_1                192
sky130_fd_sc_hd__nand2_1                199
sky130_fd_sc_hd__ha_4                     3
sky130_fd_sc_hd__diode_2                  6
[routing by layer]
layer	up-vias	GRT usage [%]	share of wire (%)
li1	6862	-	-
met5	-	0	0.097
met2	955	19.55	46
met4	12	2.966	2.9
met1	7558	15.55	40
met3	125	5.277	11
[where the power goes]
| part | leakage, nW | switching [W] | internal, W |
|---|---|---|---|
| Clock | 0.515 | 0.000220 | 0.000272 |
| Sequential | 2.68 | 0.0000771 | 0.000639 |
| Combinational | 5.61 | 0.000497 | 0.000412 |
[critical path, delay by kind of cell (launching register included)]
family,cells,cell delay (ps)
buffers and inverters,3,1370
DFF,1,320
muxes,1,590
[kinds of logic after synthesis]
| group | share of synthesized area [%] |
|---|---|
| xor gates and xnor gates | 0.05457 |
| buffers and inverters | 3.554 |
| AOI/OAI and AO/OA | 16.19 |
| muxes | 9.175 |
| DFF | 54.63 |
| and+or+nand+nor | 16.01 |
| adders and majority gates | 0.3897 |
Power is estimated from default activity; no workload was simulated.
