### flow/config.mk
export PLATFORM = sky130hd
export DESIGN_NAME = L1_cache
export DESIGN_NICKNAME = L1_cache
export VERILOG_FILES = /design/flow/design.v
export SDC_FILE = /design/flow/constraint.sdc
export NUM_CORES = 4
export LEC_CHECK = 1
export CORE_UTILIZATION = 30
export SYNTH_MEMORY_MAX_BITS = 65536
### flow/constraint.sdc
current_design L1_cache

set clk_period 96.4
set clk_io_pct 0.2

create_clock -name clk0 -period $clk_period [get_ports {clk}]

set non_clock_inputs [all_inputs -no_clocks]
set_input_delay [expr $clk_period * $clk_io_pct] -clock clk0 $non_clock_inputs
set_output_delay [expr $clk_period * $clk_io_pct] -clock clk0 [all_outputs]
### flow/design.v
interface rvfi_itf(input clk, input rst);
    logic halt;
    logic commit;
    logic [63:0] order;
    logic [31:0] inst;
    logic trap;
    logic [4:0] rs1_addr;
    logic [4:0] rs2_addr;
    logic [31:0] rs1_rdata;
    logic [31:0] rs2_rdata;
    logic load_regfile;
    logic [4:0] rd_addr;
    logic [31:0] rd_wdata;
    logic [31:0] pc_rdata;
    logic [31:0] pc_wdata;
    logic [31:0] mem_addr;
    logic [3:0] mem_rmask;
    logic [3:0] mem_wmask;
    logic [31:0] mem_rdata;
    logic [31:0] mem_wdata;
    logic [15:0] errcode;
endinterface
package pcmux;
typedef enum bit [2:0] {
    pc_plus4  = 3'b000
    ,alu_out  = 3'b001
    ,alu_mod2 = 3'b010
    ,br_pred = 3'b011
    ,recover = 3'b100
} pcmux_sel_t;
endpackage
package marmux;
typedef enum bit {
    pc_out = 1'b0
    ,alu_out = 1'b1
} marmux_sel_t;
endpackage
package cmpmux;
typedef enum bit {
    rs2_out = 1'b0
    ,imm = 1'b1
} cmpmux_sel_t;
endpackage
package alumux;
typedef enum bit {
    rs1_out = 1'b0
    ,pc_out = 1'b1
} alumux1_sel_t;
typedef enum bit {
    rs2_out = 1'b0
    ,imm = 1'b1
} alumux2_sel_t;
endpackage
package immmux;
typedef enum bit [2:0] {
    i_imm    = 3'b000
    ,u_imm   = 3'b001
    ,b_imm   = 3'b010
    ,s_imm   = 3'b011
    ,j_imm   = 3'b100
} immmux_sel_t; 
endpackage
package regfilemux;
typedef enum bit [3:0] {
    alu_out   = 4'b0000
    ,br_en    = 4'b0001
    ,u_imm    = 4'b0010
    ,lw       = 4'b0011
    ,pc_plus4 = 4'b0100
    ,lb        = 4'b0101
    ,lbu       = 4'b0110   
    ,lh        = 4'b0111
    ,lhu       = 4'b1000   
} regfilemux_sel_t;
endpackage
module L1_array #(parameter width = 1, parameter cache_size = 16)
(
  input clk,
  input rst,
  input logic load,
  input logic [3:0] rindex,
  input logic [3:0] windex,
  input logic [width-1:0] datain,
  output logic [width-1:0] dataout
);
logic [width-1:0] data [cache_size];
always_comb begin
  dataout = (load  & (rindex == windex)) ? datain : data[rindex];
end
always_ff @(posedge clk)
begin
    if (rst) begin
      for (int i = 0; i < cache_size; ++i) data[i] <= '0;
    end
    else if(load) begin
        data[windex] <= datain;
    end
end
endmodule : L1_array
module L1_cache (
  input clk,
  input rst,
  input logic pmem_resp,
  input logic [255:0] pmem_rdata,
  output logic [31:0] pmem_address,
  output logic [255:0] pmem_wdata,
  output logic pmem_read,
  output logic pmem_write,
  input logic mem_read,
  input logic mem_write,
  input logic [3:0] mem_byte_enable_cpu,
  input logic [31:0] mem_address,
  input logic [31:0] mem_wdata_cpu,
  output logic mem_resp,
  output logic [31:0] mem_rdata_cpu
);
logic tag_load;
logic valid_load;
logic dirty_load;
logic dirty_in;
logic dirty_out;
logic hit;
logic [1:0] writing;
logic [255:0] mem_wdata;
logic [255:0] mem_rdata;
logic [31:0] mem_byte_enable;
L1_cache_control control(.*);
L1_cache_datapath datapath(.*);
L1_line_adapter bus (
    .mem_wdata_line(mem_wdata),
    .mem_rdata_line(mem_rdata),
    .mem_wdata(mem_wdata_cpu),
    .mem_rdata(mem_rdata_cpu),
    .mem_byte_enable(mem_byte_enable_cpu),
    .mem_byte_enable_line(mem_byte_enable),
    .address(mem_address)
);
endmodule : L1_cache
module L1_cache_control (
  input clk,
  input rst,
  input  logic mem_read,
	input  logic mem_write,
	output logic mem_resp,
  input  logic pmem_resp,
	output logic pmem_read,
	output logic pmem_write,
  output logic tag_load,
  output logic valid_load,
  output logic dirty_load,
  output logic dirty_in,
  input logic dirty_out,
  input logic hit,
  output logic [1:0] writing
);
enum int unsigned
{
  check_hit,
	read_mem
} state, next_state;
logic hit_inc;
logic miss_inc;
logic rdwr_inc;
always_comb begin : state_actions
  tag_load = 1'b0;
  valid_load = 1'b0;
  dirty_load = 1'b0;
  dirty_in = 1'b0;
  writing = 2'b11;
	mem_resp = 1'b0;
	pmem_write = 1'b0;
	pmem_read = 1'b0;
	hit_inc = 1'b0;
	miss_inc = 1'b0;
	rdwr_inc = 1'b0;
	case(state)
    check_hit: begin
      if (mem_read || mem_write) begin
        rdwr_inc = 1'b1;
        if (hit) begin
          hit_inc = 1'b1;
          mem_resp = 1'b1;
          if (mem_write) begin
            dirty_load = 1'b1;
            dirty_in = 1'b1;
            writing = 2'b01;
          end
        end else begin
          miss_inc = 1'b1;
          if (dirty_out)
            pmem_write = 1'b1;
        end
      end
    end
    read_mem: begin
      pmem_read = 1'b1;
      writing = 2'b00;
      if (pmem_resp) begin
        tag_load = 1'b1;
        valid_load = 1'b1;
      end
        dirty_load = 1'b1;
        dirty_in = 1'b0;
    end
	endcase
end
always_comb begin : next_state_logic
	next_state = state;
	case(state)
    check_hit: begin
      if ((mem_read || mem_write) && !hit) begin
        if (dirty_out) begin
          if (pmem_resp)
            next_state = read_mem;
        end else begin
          next_state = read_mem;
		  end
      end
    end
    read_mem: begin
      if (pmem_resp)
        next_state = check_hit;
    end
	endcase
end
always_ff @(posedge clk) begin: next_state_assignment
  if (rst) state <= check_hit;
  else state <= next_state;
end
endmodule : L1_cache_control
module L1_cache_datapath (
  input clk,
  input rst,
  input logic  [31:0]  mem_byte_enable,
  input logic  [31:0]  mem_address,
  input logic  [255:0] mem_wdata,
  output logic [255:0] mem_rdata,
  input  logic [255:0] pmem_rdata,
  output logic [255:0] pmem_wdata,
  output logic [31:0]  pmem_address,
  input logic tag_load,
  input logic valid_load,
  input logic dirty_load,
  input logic dirty_in,
  output logic dirty_out,
  output logic hit,
  input logic [1:0] writing
);
logic [255:0] line_in, line_out;
logic [22:0] address_tag, tag_out;
logic [3:0]  index;
logic [31:0] mask;
logic valid_out;
always_comb begin
  address_tag = mem_address[31:9];
  index = mem_address[8:5];
  hit = valid_out && (tag_out == address_tag);
  pmem_address = (dirty_out) ? {tag_out, mem_address[8:0]} : mem_address;
  mem_rdata = line_out;
  pmem_wdata = line_out;
  case(writing)
    2'b00: begin  
      mask = 32'hFFFFFFFF;
      line_in = pmem_rdata;
    end
    2'b01: begin  
      mask = mem_byte_enable;
      line_in = mem_wdata;
    end
    default: begin  
      mask = 32'b0;
      line_in = mem_wdata;
    end
	endcase
end
L1_data_array DM_cache (clk, rst, mask, index, index, line_in, line_out);
L1_array #(23) tag (clk, rst, tag_load, index, index, address_tag, tag_out);
L1_array #(1) valid (clk, rst, valid_load, index, index, 1'b1, valid_out);
L1_array #(1) dirty (clk, rst, dirty_load, index, index, dirty_in, dirty_out);
endmodule : L1_cache_datapath
module L1_data_array #(
  parameter cache_size = 16
)
(
  input clk,
  input rst,
  input logic [31:0] write_en,
  input logic [3:0] rindex,
  input logic [3:0] windex,
  input logic [255:0] datain,
  output logic [255:0] dataout
);
logic [255:0] data [cache_size];
always_comb begin
  for (int i = 0; i < 32; i++) begin
      dataout[8*i +: 8] = (write_en[i] & (rindex == windex)) ? datain[8*i +: 8] : data[rindex][8*i +: 8];
  end
end
always_ff @(posedge clk) begin
    if (rst) for (int i = 0; i < cache_size; ++i) begin
      data[i] <= '0;
    end
    else begin
    for (int i = 0; i < 32; i++) begin
		  data[windex][8*i +: 8] <= write_en[i] ? datain[8*i +: 8] : data[windex][8*i +: 8];
    end
    end
end
endmodule : L1_data_array
module L1_line_adapter (
  output logic [255:0] mem_wdata_line,
  input logic [255:0] mem_rdata_line,
  input logic [31:0] mem_wdata,
  output logic [31:0] mem_rdata,
  input logic [3:0] mem_byte_enable,
  output logic [31:0] mem_byte_enable_line,
  input logic [31:0] address
);
assign mem_wdata_line = {8{mem_wdata}};
assign mem_rdata = mem_rdata_line[(32*address[4:2]) +: 32];
assign mem_byte_enable_line = {28'h0, mem_byte_enable} << (address[4:2]*4);
endmodule : L1_line_adapter
### flow/run.sh
#!/bin/bash
# OpenROAD 26Q1-2900-gdf79404cd8, Yosys 0.63+post, stock flow scripts
make -C /OpenROAD-flow-scripts/flow DESIGN_CONFIG=/design/flow/config.mk WORK_HOME=/design/flow/orfs finish
==> reports/qor.tcl <==
set qor(cap_viol_max_count) 0
set qor(number_of_distinct_library_cells_after_synthesis) 105
set qor(synth.top_cell.area_share) 0.6676
set qor(min-delay-start) {datapath.valid.data[12]}
set qor(fraction_of_registers_with_async_set_or_reset_after_synthesis) 0
set qor(synth.cells.most_frequent) {4480 x sky130_fd_sc_hd__edfxtp_1, 4283 x sky130_fd_sc_hd__nor2_1, 1298 x sky130_fd_sc_hd__mux4_2}
set qor(layout_min_cycle_time_ps) 46700
set qor(post-dp-hpwl_um) 542700
set qor(r2r_endpoint) {datapath.DM_cache.data[1][13]}
set qor(first_pass_iters) 6
set qor(synth_top_cell_by_count) {sky130_fd_sc_hd__edfxtp_1}
set qor(initialDrtViolationCount) 11150
set qor(outcome) {completed}
set qor(post_cts_buffers) 0
set qor(avgViaCountPerCell) 5.505
set qor(synthesis.instances) 13780
set qor(cts.sink_count) 4498
set qor(synth_warnings) 5
set qor(post_synth.cell_area_avg_sq_um) 14.63
set qor(numSynthFlops) 4498
set qor(routabilityCongestion) 1.016
set qor(worstSkewPairLatency_ps) 1180
set qor(finalClockSkew_ps) 173.8
set qor(final_antenna_net_count) 0
set qor(critical_path.max_fanout) 89
set qor(htree_levels) 5
set qor(ys_cells) 13780
set qor(route.detailed.drc) 0
set qor(timing.critical_path.from_type) {input pin}
set qor(count_of_vias_placed_by_the_detailed_router) 130500
set qor(min_delay_path_depth) 2
set qor(power_per_cell_area_nw_per_um2) 19.99
set qor(die_footprint_sq_um) 675000
set qor(initial_antenna_violation_count) 114
set qor(cp-end-kind) {primary output}
set qor(grt_overflow) 0
set qor(wl_per_cell_um) 35.71
set qor(wirelength_um) 846100
set qor(setup_viol_count_final) 0
set qor(leakage_uw) 0.08389
set qor(ctsResizeCount) 0
set qor(utilization) 0.3517
set qor(unrepaired_setup_endpoints_after_global_routing) {false}
set qor(hold_class) {reg2reg}
set qor(count_of_library_flops_with_an_enable_pin) 4480
set qor(core_area_sq_um) 668100
set qor(clock_tree.root_cell) {sky130_fd_sc_hd__clkbuf_16}
set qor(r2r_setup_slack_ps) 89340
set qor(crit_type) {in2out}
set qor(tns_ps) 0
set qor(synth-main-ff-cell) {sky130_fd_sc_hd__edfxtp_1}
set qor(numCtsBuffers) 450
set qor(die_x_um) 821.6
set qor(hold_viol) 0
set qor(fp.dieH_um) 821.6
set qor(grt_start_max_net_pins) 225
set qor(grt_first_pass_wirelength_um) 1141000
set qor(clk_transition_reported_paths_ps) 60
set qor(fin_area_sq_um) 235000
set qor(synth.largest_area_cell) {sky130_fd_sc_hd__edfxtp_1}
set qor(post_route_cells_drive_above_1_share) 0.2091
set qor(total_power_uw) 4697
set qor(required_ps) 77120
set qor(area_delta_synth_final_pct) 16.62
set qor(cts_tree) {built}
set qor(quantity_of_i_o_buffers_inserted_on_ports) 647
set qor(worstHoldEndpoint) {datapath.valid.data[12]}
set qor(origin_of_the_critical_flop_to_flop_path) {control.state[1]}
set qor(synth_seq_share) 0.6694
set qor(dpl-instance-area_sq_um) 220400
set qor(initial_core_util) 0.3016
set qor(finalClockPeriodUsage) 0.4844
set qor(maxClockFrequency_ghz) 0.02141
set qor(cts.hold.buffers_added) 0
set qor(io-pin-count) 652
set qor(synth-area-yosys_sq_um) 201500
set qor(relSlewSlack) 0.09927
set qor(r2r_cells) 14
set qor(tightestPinTransition_ps) 1346
set qor(worst_endpoint_data_arrival_time_ps) 27420
set qor(total_track_usage) 0.2637
set qor(yosys-top-cells-area) {sky130_fd_sc_hd__edfxtp_1 67%, sky130_fd_sc_hd__mux4_2 15%, sky130_fd_sc_hd__nor2_1 8.0%}
set qor(tool_warnings) 30
set qor(cts.path.max_buffers) 4
set qor(num_rows) 300
set qor(cell_area_synth_sq_um) 201500
set qor(slew_violations) 0
set qor(vdd_drop_max_mv) 0.01896
set qor(grt_pass1_vias) 134200
## how the worst max path moves through the flow
stage / start / end / slack (ps) / cells after the start
final: mem_address[5] / mem_rdata_cpu[3] / 49700 / 19
after global routing: mem_address[5] / mem_rdata_cpu[6] / 49340 / 18
after CTS: mem_address[5] / mem_rdata_cpu[15] / 49690 / 20
## flip-flops by register name, summed over array words and instances (netlist names)
name                    cells
control.state               2
datapath.DM_cache.data   4096
datapath.dirty.data        16
datapath.tag.data         368
datapath.valid.data        16
## cells in the final DEF (no fill, tap or decap), drive strengths merged, types with 16 or more instances in the layout
cell type / n
nor4: 17
nand2: 218
o22a: 17
mux4: 1298
bufinv: 30
inv: 316
a22oi: 45
a21oi: 76
a221oi: 84
buf: 780
clkbuf: 565
and4: 16
nor2b: 17
nand3: 74
a31oi: 17
nand2b: 32
clkinv: 203
clkdlybuf4s50: 623
diode: 172
and2: 65
nand4: 22
o22ai: 90
o21ai: 126
mux2i: 241
dfxtp: 18
a31o: 23
and3: 326
or3: 18
o221ai: 27
edfxtp: 4480
nor3: 184
nor2: 4289
a22o: 19
mux2: 47
## power by group
group / internal [uW] / switching [uW] / leakage [uW]
combinational: 211 / 485 / 0.0305
sequential: 2250 / 22.3 / 0.0465
clock: 945 / 789 / 0.00689
## kinds of logic (layout without fill, tap and decap cells)
group | count (synthesis) | after routing | synth area share
AOI/OAI and AO/OA | 679 | 679 | 0.02711
other | 0 | 172 | 0
DFF | 4498 | 4498 | 0.6694
and+or+nand+nor | 5325 | 5325 | 0.1091
muxes | 1586 | 1586 | 0.1600
buffers and inverters | 1689 | 2527 | 0.03445
## layout make-up
| type | instances | area [sq um] |
|---|---|---|
| clock inverter | 256 | 2377 |
| multi-input combinational | 7590 | 60820 |
| sequential | 4498 | 134900 |
| antenna | 172 | 430.4 |
| clock buffer | 565 | 11760 |
| fill | 62290 | 433100 |
| inverter | 303 | 1265 |
| timing repair buffer | 1403 | 12320 |
| tap | 8909 | 11150 |
## per-stage QoR
step / setup slack [ps] / std cells / hold WS, ps
finish: 49700 / 23700 / 473.8
global route: 49340 / 23640 / 493.1
CTS: 49690 / 23520 / 470.0
detailed placement: 49670 / 22700 / 465.2
global placement: 49660 / 22700 / 457.3
floorplan: 53790 / 13780 / 448.9
## critical path: stages
cell                              delay, ps
sky130_fd_sc_hd__buf_16                 420
sky130_fd_sc_hd__buf_4                  650
sky130_fd_sc_hd__buf_4                  620
sky130_fd_sc_hd__mux2i_1                290
sky130_fd_sc_hd__o22ai_1                100
sky130_fd_sc_hd__nor2_1                 260
sky130_fd_sc_hd__o221ai_1               180
sky130_fd_sc_hd__or3_1                  380
sky130_fd_sc_hd__o31ai_4                310
sky130_fd_sc_hd__buf_4                  540
sky130_fd_sc_hd__nand3b_1               400
sky130_fd_sc_hd__buf_4                  350
sky130_fd_sc_hd__or3_1                  830
sky130_fd_sc_hd__o221ai_1               380
sky130_fd_sc_hd__buf_4                  260
sky130_fd_sc_hd__inv_1                  360
sky130_fd_sc_hd__a2bb2oi_1              550
sky130_fd_sc_hd__o2111ai_1              520
sky130_fd_sc_hd__clkdlybuf4s50_1        560
## routing by layer
metal | share of wire | global-route usage | vias to the layer above
met2 | 0.41 | 0.3492 | 12340
met3 | 0.22 | 0.2560 | 2043
li1 | - | - | 52350
met4 | 0.081 | 0.1565 | 162
met1 | 0.27 | 0.2474 | 63560
met5 | 0.0088 | 0.1133 | -
Power is estimated from default activity; no workload was simulated.
